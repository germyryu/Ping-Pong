==> flow/design.v <==
module Ball
    (input logic clock, reset, update,
    input logic [8:0] left_paddle_top, right_paddle_top,
    input logic [8:0] row,
    input logic [9:0] col,
    output logic left_scored, right_scored,
    output logic display);
     logic x_dir;
     logic [1:0] y_dir;
     logic [9:0] left, top;
     always_ff@(posedge clock) begin
        if (reset) begin
            left <= 320 - 2;
            top <= 240 - 2;
            if (left_scored)
                x_dir <= 0;
            else if (right_scored)
                x_dir <= 1;
            y_dir <= 2;
            right_scored <= 0;
            left_scored <= 0;
        end
        else if (update) begin
            if (x_dir &
                top >= left_paddle_top & top < left_paddle_top + 48 &
                left >= 60 & left < 64) begin
                y_dir <= (top >= left_paddle_top + 16) +
                        (top >= left_paddle_top + 32);
                x_dir <= 0;
            end
            else if (~x_dir &
                top >= right_paddle_top & top < right_paddle_top + 48 &
                left + 4 >= 577 & left + 4 < 581) begin
                y_dir <= (top >= right_paddle_top + 16) +
                        (top >= right_paddle_top + 32);
                x_dir <= 1;
            end
            else if (y_dir == 0 & top <= 0)
                y_dir <= 2;
            else if (y_dir == 2 & top + 4 > 480)
                y_dir <= 0;
            else if (left <= 4) begin
                right_scored <= 1;
            end
            else if (left > 632) begin
                left_scored <= 1;
            end
            else begin
                if (x_dir)
                    left <= left - 2;
                else
                    left <= left + 2;
                if (y_dir == 2)
                    top <= top + 1;
                else if (y_dir == 0)
                    top <= top - 1;
            end
        end
    end
    assign display = (
        col >= left &
        col < left + 4 &
        row >= top &
        row < top + 4
    );
endmodule: Ball
==> flow/run.sh <==
#!/bin/bash
# OpenROAD 26Q1-2900-gdf79404cd8, Yosys 0.63+post, stock flow scripts
make -C /OpenROAD-flow-scripts/flow DESIGN_CONFIG=/design/flow/config.mk WORK_HOME=/design/flow/orfs finish
==> flow/config.mk <==
export PLATFORM = sky130hd
export DESIGN_NAME = Ball
export DESIGN_NICKNAME = Ball
export VERILOG_FILES = /design/flow/design.v
export SDC_FILE = /design/flow/constraint.sdc
export NUM_CORES = 4
export LEC_CHECK = 1
export CORE_UTILIZATION = 40
==> flow/constraint.sdc <==
current_design Ball

set clk_period 5.0
set clk_io_pct 0.2

create_clock -name clk0 -period $clk_period [get_ports {clock}]

set non_clock_inputs [all_inputs -no_clocks]
set_input_delay [expr $clk_period * $clk_io_pct] -clock clk0 $non_clock_inputs
set_output_delay [expr $clk_period * $clk_io_pct] -clock clk0 [all_outputs]
==> results.toml <==
# synthesis and place-and-route metrics
[clocking]
postCtsSetupBuffers = 0
cts_inserted_buffers = 3
clock_path_buffers = 2
ctsHtreeMaxLevel = 1
clockRootBuffer = "clkbuf_8"
cts.sinks = 24
cts_hold_buf = 0
cts_tree = "built"
cts.repair.resized = 0
clock.latency.late_pin_ns = 0.26
cts.clk_slew.worst_paths_ns = 0.08

[route]
vias = 3809
drc = 0
first_pass_iters = 4
drt-wirelength-per-cell_um = 14.0
postRouteWirelength_um = 10100
drtIter0Drc = 164
viasPerCell = 5.28
insertedDiodeCount = 0
antenna_left = 0

[critical_path]
required_ns = 5.15
cp_max_fo = 16
critical_path_class = "input port to flip-flop"
cpPeakStageDelay_ns = 0.62
arrival_ns = 4.63
start_kind = "input port"
cp_slowest_cell = "clkdlybuf4s50_1"
worst_setup_path_end_kind = "flip-flop"
cp_cell_sequence = "clkdlybuf4s50_1 > ha_1 > a21o_1 > nand3_1 > ha_1 > nand2_1 > a2111oi_0 > a311o_2 > o211ai_4 > nor3_4 > nand3_1 > mux2_1"

[final_timing]
skew_ns = 0.00332
tns_ns = 0
rsz0062_at_grt = "false"
fmaxAchievable_mhz = 223
hold_viol = 0
final_max_slew_viol_count = 0
maxSlewHeadroom = 0.487
period_minus_slack_ns = 4.48
finalCritPeriodShare = 0.895
tightestPinTransition_ns = 0.768
finalSetupViolations = 0

[floorplan]
die_h_um = 108
chipArea_um2 = 11700
core_um2 = 10900
die_x_um = 108
top_level_ports = 43
fp_util = 0.413
rows = 38

[power]
power_density_nw_per_um2 = 356
p_leak_nw = 2.34
peakVddDrop_v = 0.000155

[global_routing]
grt_pass1_wl_um = 17000
antenna_found_initial = 0
grt-ovfl-total = 0
grt_usage = 0.183
grt_max_degree = 19
first_global_vias = 3557

[min_path]
hp-class = "flip-flop to flip-flop"

[finish]
fillerInstances = 1040
area.sequential_um2 = 490
comb_area_um2 = 3720
drive_gt1_frac = 0.0465
syn_to_final_growth_pct = 12.2
final_util = 0.464

[synthesis]
yosys_area_um2 = 4500
ys_seq_share = 0.109
yosys_cells = 550
top_area_frac = 0.322
async_flop_share = 0
top_area_cell = "ha_1"
synth.ff_latch_count = 24
syn_area_per_cell_um2 = 8.19
yosys-top-cells-count = "ha_1, inv_1, a21oi_1"
netlist_area_um2 = 4500
synth_cell_types = 62
netlist_instances = 550
synth.most_common_cell = "ha_1"
flop_cell = "dfxtp_1"
edf_count = 1
synthTopCellsByArea = "ha_1, dfxtp_1, xnor2_1, inv_1, a21oi_1"
ys_warn_count = 1

[placed_design]
place.gp.congestion = 0.892
dp_hpwl_um = 8220
io_buffers = 42

[run]
maxCapViolCount = 0
tool_warnings = 41

[run_status]
status = "finished clean"
## worst max-delay path, delay by kind of cell
| family | cells | cell delay (ns) |
|---|---|---|
| AND-OR/OR-AND | 4 | 1.02 |
| adder cells (fa/ha/maj) | 2 | 0.66 |
| buffers and inverters | 1 | 0.62 |
| multiplexers | 1 | 0.35 |
| AND/OR/NAND/NOR | 4 | 0.98 |
## stage by stage
| step | cell area, um2 | hold slack (ns) | total power, mW | std cells | worst slack [ns] |
|---|---|---|---|---|---|
| after CTS | 5050 | 0.578 | 1.81 | 721 | 0.468 |
| final | 5050 | 0.586 | 1.80 | 721 | 0.525 |
| after global routing | 5050 | 0.609 | 2.03 | 721 | 0.221 |
| after floorplan | 4500 | 0.432 | 1.39 | 550 | 1.44 |
| after detailed placement | 5010 | 0.556 | 1.69 | 717 | 0.329 |
| after global placement | 5010 | 0.535 | 1.67 | 717 | 0.438 |
## cells by family after synthesis
logic type | after synthesis | share of synthesized area
compound gates | 143 | 0.223
fa+ha+maj | 118 | 0.331
mux | 9 | 0.0203
buf+inv | 69 | 0.0650
xor+xnor | 43 | 0.0853
flops | 24 | 0.109
simple gates | 144 | 0.166
## report_power, final
part	leakage [nW]	switching [mW]	internal [mW]
logic	2.12	0.672	0.599
registers	0.198	0.166	0.245
clock network	0.0228	0.0588	0.0569
total	2.34	0.897	0.901
## final timing paths
path / depth (start not counted) / slack [ns] / start / to
setup / recovery: 12 / 0.52 / left_paddle_top[6] / top[9]$_SDFFE_PP0P_
hold / removal: 2 / 0.59 / right_scored$_SDFFE_PP0P_ / right_scored$_SDFFE_PP0P_
setup reg to reg: 8 / 1.65 / top[4]$_SDFFE_PP0P_ / top[9]$_SDFFE_PP0P_
hold reg to reg: 2 / 0.59 / right_scored$_SDFFE_PP0P_ / right_scored$_SDFFE_PP0P_
## sequential cells by signal, summed over array words and instances (netlist names)
register      count
x_dir             1
left              9
top              10
right_scored      1
left_scored       1
y_dir             2
## placed cells by master (no fill, tap or decap), drive strengths merged, types with 23 or more instances in the layout
master / count
ha: 116
nor2: 35
xnor2: 39
dfxtp: 23
nand2: 36
o21ai: 29
clkdlybuf4s50: 42
inv: 54
a21oi: 40
## cell type report
cell class	instances	area share
flip-flops and latches	24	0.0971
inverters	54	0.0401
multi-input cells	457	0.736
repair buffers	42	0.0832
well taps	140	0.0347
clock buffers	4	0.00892
## per-layer routing
| layer | GRT usage | vias to the layer above | part of all wire |
|---|---|---|---|
| met5 | 0 | - | 0 |
| met4 | 0.00783 | 0 | 0.0027 |
| met3 | 0.0110 | 2 | 0.032 |
| met2 | 0.300 | 48 | 0.44 |
| met1 | 0.280 | 1687 | 0.52 |
| li1 | - | 2072 | - |
Power and IR drop assume default switching activity.
