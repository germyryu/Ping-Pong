==> design.v <==
`default_nettype none
module Score(
    input  logic clock, reset,
    input  logic scored,
    input  logic [9:0] row, col, top, left,
    output logic [3:0] score,
    output logic win, display,
    output logic [6:0] segs);
    logic [4:0] scoreX2;
    assign score = scoreX2[4:1];
    always_ff@(posedge clock) begin
        if (reset) begin
            win <= 0;
            scoreX2 <= 0;
        end
        else if (score == 9)
            win <= 1;
        else if (scored)
            scoreX2 <= scoreX2 + 1;
    end
    logic [9:0] rx, ry;
    logic s0, s1, s2, s3, s4, s5, s6, s7;
    always_comb begin
        rx = col - left;
        ry = row - top;
        s0 = rx >=  0 & rx < 32 & ry >=  0 & ry <  4;
        s1 = rx >= 28 & rx < 32 & ry >=  0 & ry < 24;
        s2 = rx >= 28 & rx < 32 & ry >= 24 & ry < 48;
        s3 = rx >=  0 & rx < 32 & ry >= 44 & ry < 48;
        s4 = rx >=  0 & rx <  4 & ry >= 24 & ry < 48;
        s5 = rx >=  0 & rx <  4 & ry >=  0 & ry < 24;
        s6 = rx >=  0 & rx < 32 & ry >= 22 & ry < 26;
        if (score == 0) begin
            display = s0 | s1 | s2 | s3 | s4 | s5;
            segs = {1'b1, 1'b0, 1'b0, 1'b0, 1'b0, 1'b0, 1'b0}; end
        else if (score == 1) begin
            display = s1 | s2;
            segs = {1'b1, 1'b1, 1'b1, 1'b1, 1'b0, 1'b0, 1'b1}; end
        else if (score == 2) begin
            display = s0 | s1 | s3 | s4 | s6;
            segs = {1'b0, 1'b1, 1'b0, 1'b0, 1'b1, 1'b0, 1'b0}; end
        else if (score == 3) begin
            display = s0 | s1 | s2 | s3 | s6;
            segs = {1'b0, 1'b1, 1'b1, 1'b0, 1'b0, 1'b0, 1'b0}; end
        else if (score == 4) begin
            display = s1 | s2 | s5 | s6;
            segs = {1'b0, 1'b0, 1'b1, 1'b1, 1'b0, 1'b0, 1'b1}; end
        else if (score == 5) begin
            display = s0 | s2 | s3 | s5 | s6;
            segs = {1'b0, 1'b0, 1'b1, 1'b0, 1'b0, 1'b1, 1'b0}; end
        else if (score == 6) begin
            display = s0 | s2 | s3 | s4 | s5 | s6;
            segs = {1'b0, 1'b0, 1'b0, 1'b0, 1'b0, 1'b1, 1'b0}; end
        else if (score == 7) begin
            display = s0 | s1 | s2;
            segs = {1'b1, 1'b1, 1'b1, 1'b1, 1'b0, 1'b0, 1'b0}; end
        else if (score == 8) begin
            display = s0 | s1 | s2 | s3 | s4 | s5 | s6;
            segs = {1'b0, 1'b0, 1'b0, 1'b0, 1'b0, 1'b0, 1'b0}; end
        else if (score == 9) begin
            display = s0 | s1 | s2 | s3 | s5 | s6;
            segs = {1'b0, 1'b0, 1'b1, 1'b0, 1'b0, 1'b0, 1'b0}; end
        else begin
            display = 0;
            segs = {1'b1, 1'b1, 1'b1, 1'b1, 1'b1, 1'b1, 1'b1}; end
    end
endmodule: Score
==> run.sh <==
#!/bin/bash
# OpenROAD 26Q1-2900-gdf79404cd8, Yosys 0.63+post, stock flow scripts
make -C /OpenROAD-flow-scripts/flow DESIGN_CONFIG=/design/flow/config.mk WORK_HOME=/design/flow/orfs finish
==> config.mk <==
export PLATFORM = sky130hd
export DESIGN_NAME = Score
export DESIGN_NICKNAME = Score
export VERILOG_FILES = /design/flow/design.v
export SDC_FILE = /design/flow/constraint.sdc
export NUM_CORES = 4
export LEC_CHECK = 1
export CORE_UTILIZATION = 30
==> constraint.sdc <==
current_design Score

set clk_period 7.6
set clk_io_pct 0.2

create_clock -name clk0 -period $clk_period [get_ports {clock}]

set non_clock_inputs [all_inputs -no_clocks]
set_input_delay [expr $clk_period * $clk_io_pct] -clock clk0 $non_clock_inputs
set_output_delay [expr $clk_period * $clk_io_pct] -clock clk0 [all_outputs]
==> qor.csv <==
metric;value;unit
outcome;finished, final reports clean;
PD cells;101;mW/mm2
most used cell, CP;o21ai_1;
CTS root buf;clkbuf_8;
row count;28;
FP Util;0.319;
startpoint types;primary input;
CTS tree;built;
Distinct cells, synth;62;
CP Class;primary input to output port;
Achievable Freq;154;MHz
largest net degree at the start of global routing;20;
Ports;56;
gr usage total;0.139;
Final Cycle Share;0.853;
worst hold path type;flip-flop to flip-flop;
ys flops;6;
final core occ;0.415;
chip area;0.00676;mm2
DR iter-0 viols;170;
Fin Clk Skew;0.00376;ns
via density per instance;5.20;
hold_ws;0.441;ns
Antenna Cells;0;
final worst-path setup slack;1.12;ns
routed wire length;4.51;mm
Die Wd;82.2;um
main flop type;dfxtp_1;
register share after synthesis;0.0622;
Peak supply drop;0.0620;mV
Slowest-stage cell, CP;clkdlybuf4s50_1;
clock tree buffer depth;2;
Detailed Place HPWL;3.64;mm
Die Y;82.2;um
post-route ant nets;0;
Leak;0.00104;uW
EDFF count, synth;0;
core area;0.00606;mm2
Worst setup EP type;output port;
final hold vios;0;
Log Warnings;28;
Clock Sinks;6;
grt total ovfl;0;
post-synth top area cell;ha_1;
Critical Path Max Stage Delay;0.48;ns
max-cap viol count;0;
Cell Area, Synth;0.00193;mm2
Post-Place Worst Slack;1.13;ns
Cell Chain, Critical Path;clkdlybuf4s50_1 -> ha_1 -> inv_1 -> fa_1 -> a211oi_1 -> or2_1 -> o21ai_1 -> nor4_1 -> nand4_1 -> and4bb_2 -> o21ai_1 -> o21ai_1 -> a21oi_1 -> o21ai_1 -> clkdlybuf4s50_1;
total CTS buffers;3;
clk ins delay skew pair;0.22;ns
number of gates resized after CTS;0;
Top delay family on crit path;buffers and inverters;
CP Buf/Inv Count;3;
Port Buffers;55;
# hold bufs at CTS;0;
layout cells sized above 1;0.0650;
Area Overhead vs Synth;30.3;%
GP Congestion;0.848;
Rel. slew slack;0.614;
Reg clk slew, reported paths;0.03;ns
final setup fails;0;
Worst EP arrival;4.96;ns
Final Critical Period;6.48;ns
Mean Syn Cell Area;6.92;um2
number of global-route vias before repair;1826;
Pins Over Slew Limit;0;
final setup TNS;0;ns
synthesis area per yosys;0.00193;mm2
setup repair bufs after CTS;0;
via count;2070;
Area leader share;0.123;
DRT Pass-1 Iters;4;
WL/cell;11.3;um
Post-Syn Instances;279;
Worst Tran Pin Value;0.578;ns
Worst Path Max Fanout;6;
critical path required time;6.08;ns
Yosys Instances;279;
async set or reset register ratio after synthesis;0;
YS warnings;1;
RSZ-0062 raised after global routing;false;
initial antenna violation count;0;
CTS H-tree depth;1;
detailed-route DRC error count;0;
first-pass GRT wire length;7.69;mm
Cell area leaders;ha_1 (12%), nor2_1 (6.4%), dfxtp_1 (6.2%);
state kept, by name, indices dropped and copies added (netlist names):
register  flops
scoreX2       5
win           1
cell usage after synthesis, types with 3 or more instances:
| cell | count |
|---|---|
| a211o_1 | 4 |
| a211oi_1 | 5 |
| a21o_1 | 3 |
| a21oi_1 | 20 |
| buf_2 | 4 |
| buf_4 | 5 |
| dfxtp_1 | 6 |
| ha_1 | 19 |
| inv_1 | 25 |
| mux2i_1 | 5 |
| nand2_1 | 22 |
| nand2b_1 | 4 |
| nand3_1 | 9 |
| nand4_1 | 4 |
| nor2_1 | 33 |
| nor2b_1 | 3 |
| nor3_1 | 8 |
| o211ai_1 | 8 |
| o21a_1 | 3 |
| o21ai_0 | 18 |
| o21ai_1 | 4 |
| o22ai_1 | 3 |
| xnor2_1 | 5 |
| xor2_1 | 6 |
worst paths after layout:
check                  start         end  slack (ns)  cells after the start
setup / recovery      top[0]     display        1.12                     15
setup reg to reg  scoreX2[2]  scoreX2[2]        6.13                      5
hold reg to reg          win         win        0.44                      2
hold / removal           win         win        0.44                      2
cells in the final DEF (no fill, tap or decap), types with 4 or more instances in the layout:
master	instances
clkdlybuf4s50_1	55
nor2_1	33
inv_1	25
nand2_1	22
a21oi_1	20
ha_1	19
o21ai_0	18
nand3_1	9
nor3_1	8
o211ai_1	8
xor2_1	6
dfxtp_1	6
xnor2_1	5
mux2i_1	5
a211oi_1	5
a211o_1	4
nand2b_1	4
o21ai_1	4
nand4_1	4
where the power goes:
part	internal (uW)	switching [uW]	total (uW)
Clock	33.9	12.7	46.6
Sequential	32.8	2.65	35.4
Combinational	82.5	90.2	173
cell type report:
cell class                 count  area, um2
timing repair buffer          55        551
multi-input combinational    233       1610
tap                           75       93.8
sequential                     6        120
clock buffer                   3       41.3
fill                         625       3550
inverter                      26       97.6
worst reg2reg max path, delay by kind of cell, from the launching register on:
kind,cells,cell delay (ns)
AOI/OAI and AO/OA,1,0.06
DFF,1,0.67
and+or+nand+nor,4,0.66
metal layers:
metal / share of wire / global-route usage / up-vias
li1: - / - / 1106
met1: 0.52 / 0.203 / 924
met2: 0.44 / 0.234 / 40
met3: 0.038 / 0.0100 / 0
met4: 0 / 0.00526 / 0
met5: 0 / 0 / -
per-stage QoR:
stage	cells	instance area, um2	total power [uW]
global placement	395	2470	208
finish	398	2510	255
CTS	398	2510	255
global route	398	2510	279
floorplan	279	1930	160
detailed placement	395	2470	207
cell families after synthesis:
| family | count (synthesis) | synth area share |
|---|---|---|
| AND-OR/OR-AND | 93 | 0.341 |
| AND/OR/NAND/NOR | 102 | 0.266 |
| flip-flops | 6 | 0.0622 |
| multiplexers | 6 | 0.0337 |
| XOR/XNOR | 11 | 0.0499 |
| buffers and inverters | 40 | 0.103 |
| adder cells (fa/ha/maj) | 21 | 0.144 |
Power is estimated from default activity; no workload was simulated.
