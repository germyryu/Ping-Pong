File: flow/constraint.sdc
current_design Paddle

set clk_period 3.9
set clk_io_pct 0.2

create_clock -name clk0 -period $clk_period [get_ports {clock}]

set non_clock_inputs [all_inputs -no_clocks]
set_input_delay [expr $clk_period * $clk_io_pct] -clock clk0 $non_clock_inputs
set_output_delay [expr $clk_period * $clk_io_pct] -clock clk0 [all_outputs]
File: flow/config.mk
export PLATFORM = sky130hd
export DESIGN_NAME = Paddle
export DESIGN_NICKNAME = Paddle
export VERILOG_FILES = /design/flow/design.v
export SDC_FILE = /design/flow/constraint.sdc
export NUM_CORES = 4
export LEC_CHECK = 1
export CORE_AREA = 10 10 96 96
export DIE_AREA = 0 0 106 106
File: flow/run.sh
#!/bin/bash
# OpenROAD 26Q1-2900-gdf79404cd8, Yosys 0.63+post, stock flow scripts
make -C /OpenROAD-flow-scripts/flow DESIGN_CONFIG=/design/flow/config.mk WORK_HOME=/design/flow/orfs finish
File: flow/design.v
`default_nettype none
module Paddle(
    input  logic clock, reset,
    input  logic input_up, input_down,
    input  logic [9:0] left,
    input  logic update,
    input  logic [9:0] row, col,
    output logic [9:0] top,
    output logic display);
    logic up, down;
    always_ff@(posedge clock) begin
        up <= input_up;
        down <= input_down;
        if (reset)
            top <= 240 - 24;
        else if (update & up & ~down & (top < (480 - 48)))
            top <= top + 4;
        else if (update & down & ~up & (top >= 4))
            top <= top - 4;
    end
    assign display = (
        col >= left &
        col < left + 4 &
        row >= top &
        row < top + 48
    );
endmodule: Paddle
==> qor.yml <==
worstHoldPathType: "reg -> reg"
insertion_delay_ns: 0.24
cp_num_buf_inv: 3
min_period_ns: 3.77
rows: 31
gp_congestion: 0.907
overflow: 0
num_antenna_cells: 0
finalClockPeriodUsage_pct: 96.7
cts_root_buffer: "clkbuf_8"
power_density_nw_per_um2: 177
critPathCaptureType: "output pin"
drtAntennaViolNets: 0
fin_setup_tns_ns: 0
pwr-share-seq_pct: 27.7
power_leakage_uw: 0.000997
fmax_ghz: 0.265
intPower_uw: 287
grtUsageMet2_pct: 11.9
startpoint_type: "primary input"
place_ws_ns: -0.410
worstHoldStart: "top[9]"
clockBufferDepth: 2
core_area_sq_um: 7210
p_comb_share_pct: 40.1
drc: 0
die_w_um: 106
avgSynthCellArea_sq_um: 8.21
path_cells: "clkdlybuf4s50_1, inv_1, xnor2_1, ha_1, a211o_1, a21oi_1, o21ai_1, a221o_1, a2111oi_4, buf_2"
cap_violations: 0
status: "finished, final reports clean"
warnings: 30
final_max_slew_viol_count: 0
synthesis.area_sq_um: 1540
ys_warn_count: 1
gr-usage-met1_pct: 9.88
firstDrtPassIters: 4
busiest_layer: "met2"
synth_flops: 10
worstSetupPathType: "in -> out"
cts.sink_count: 10
postSynthCellCount: 188
ys_cells: 188
grt_pass1_vias: 1497
antenna_found_initial: 0
cts_htree_levels: 1
synth_chip_area_sq_um: 1540
critPathSlowestCell: "clkdlybuf4s50_1"
cts_tree: "built"
die_h_um: 106
r2r-end: "top[9]"
max_stage_delay_ns: 0.51
grt_max_degree: 12
dp_hpwl_um: 3600
vias_per_cell: 4.40
required_ns: 3.12
worst_slew_pin_slew_ns: 0.499
cts_buffers: 3
skew_ns: 0.00171
r2r_start: "top[4]"
syn2layout_area_growth_pct: 47.0
initCoreUtil_pct: 21.4
grt_pass1_wl_um: 6990
cp_top_family: "AND-OR/OR-AND gates"
hold_viol: 0
synth_seq_share_pct: 13.0
vias: 1514
groute.usage.overall_pct: 7.25
p_sw_uw: 114
drt-wirelength-per-cell_um: 11.9
ir_drop_mv: 0.0956
clk_pin_slew_worst_paths_ns: 0.05
drive_gt1_share_pct: 13.1
crit_fanout: 3
r2r_slack_ns: 1.69
clock_power_share_pct: 32.2
drt-initial-drc-count: 60
p_sw_share_pct: 28.5
wl_um: 4110
dieArea_sq_um: 11200
final-setup-viol-count: 0
reg2regPathDepth: 7
setup_ws_ns: 0.127
synth.distinct_cells: 45
min_path_cells: 2
io_pins: 46
slew_headroom_pct: 66.4
use_met3_pct: 1.65
finish.utilization_pct: 31.4
arrival_ns: 2.99
port_buffers: 43
min_to: "top[9]"
[Yosys cell counts, drive strengths merged]
master	instances	share of area, %
and4	1	0.57
a21o	3	1.5
or3	2	0.81
xor2	1	0.57
nand4	5	2.0
nor2b	1	0.41
buf	5	2.0
o21a	3	1.5
or2	1	0.41
nor4	1	0.41
a2111oi	1	0.97
o21ai	7	2.3
conb	1	0.24
xnor2	13	7.4
and3	1	0.41
o2111ai	1	0.57
o22ai	2	0.81
inv	22	5.4
o21ba	1	0.65
o211ai	1	0.49
and4bb	2	1.9
o41ai	1	0.57
a22oi	1	0.49
nand2	10	2.4
ha	38	31
nor3	6	2.3
a221o	1	0.65
nand2b	4	1.6
nand3	3	0.97
a2bb2oi	1	0.97
mux2	1	0.73
a311oi	2	1.1
dfxtp	10	13
a211oi	2	1.8
nor2	14	3.4
a211o	3	1.7
a221oi	3	1.7
or4	1	0.49
a21oi	12	4.1
[kinds of logic (layout without fill, tap and decap cells)]
group / count (synthesis) / after routing / share of synthesized area (%)
other: 1 / 2 / 0.243
XOR/XNOR: 14 / 14 / 7.95
flip-flops: 10 / 10 / 13.0
adder cells (fa/ha/maj): 38 / 38 / 30.8
multiplexers: 1 / 1 / 0.730
AND/OR/NAND/NOR: 52 / 52 / 18.1
buffers and inverters: 27 / 83 / 7.38
AND-OR/OR-AND: 45 / 45 / 21.8
[power groups by stage]
| stage | registers [uW] | clock network, uW | logic, uW |
|---|---|---|---|
| final | 111 | 129 | 161 |
| after global routing | 112 | 138 | 182 |
| after CTS | 111 | 132 | 159 |
[cell type report]
class	count	area, sq um
Fill cell	775	4950
Multi-Input combinational cell	152	1280
Timing Repair Buffer	57	529
Sequential cell	10	200
Tap cell	99	124
Inverter	22	82.6
Clock buffer	4	55.1
[how the worst max path moves through the flow]
stage | from | cells past startpoint | endpoint | slack, ns
after global routing | left[5] | 10 | display | -0.006
final | left[5] | 10 | display | 0.13
after CTS | left[5] | 10 | display | 0.05
[registers in the layout, indices dropped and copies added, names as in the netlist]
name / flops
down: 1
top: 8
up: 1
[worst reg2reg max path, delay by kind of cell, from the launching register on]
family	cells	cell delay, ns
simple gates	1	0.26
compound gates	3	0.65
mux	1	0.32
fa+ha+maj	1	0.29
buf+inv	1	0.13
flops	1	0.45
[per-stage QoR]
step / total power [uW] / hold slack (ns) / instances / instance area [sq um]
after floorplan: 194 / 0.545 / 189 / 1550
after global placement: 268 / 0.596 / 339 / 2170
after detailed placement: 269 / 0.602 / 339 / 2170
after CTS: 402 / 0.629 / 344 / 2240
after global routing: 431 / 0.665 / 344 / 2270
final: 401 / 0.628 / 344 / 2270
[placed cells by master (no fill, tap or decap), types with 5 or more instances in the layout]
cell,count
clkdlybuf4s50_1,38
o21ai_0,6
nand4_1,5
a21oi_1,11
buf_4,14
inv_1,22
dfxtp_1,10
nor2_1,14
nand2_1,10
ha_1,37
xnor2_1,12
[timing repair]
item | 4_1_cts | 5_1_grt
resized | 10 | 4
pin swaps | 6 | 2
hold buffers | 0 | 0
endpoints found under the setup margin | 1 | 1
buffers inserted | 1 | 0
[metal layers]
metal / up-vias / share of wire [%]
li1: 791 / -
met1: 682 / 47
met2: 37 / 46
met3: 4 / 5.6
met4: 0 / 1.1
met5: - / 0
No activity file was given, so power comes from the tool's default toggle rates.
